[flow/design.v]
module ALU #(parameter N = 4) 
(input logic [N-1:0] A, B,
 input logic [3:0] ALUControl,
 output logic [N-1:0] Y,
 output negativo, cero, acarreo
);
logic [N-1:0] salida_and, salida_or, salida_not, salida_xor, salida_suma,
				  salida_resta, salida_shifter_log_i,salida_shifter_log_d, 
				  salida_shifter_ari_i, salida_shifter_ari_d;
logic ZERO = 0;
logic ONE = 1;
logic cout;
logic sumaselected;
logic negative;
parameter shamt = 1;
AND_Gate #(.N(N)) g1 (.a(A),.b(B),.s(salida_and));
OR_Gate #(.N(N)) g2 (.a(A),.b(B),.s(salida_or));
NOT_Gate #(.N(N)) g3 (.a(A),.s(salida_not));
XOR_Gate #(.N(N)) g4 (.a(A),.b(B),.s(salida_xor));
suma #(.N(N)) suma (.a(A),.b(B),.cin(ZERO),.s(salida_suma),.cout(cout));
Resta #(.N(N)) resta (.a(A),.b(B),.c(salida_resta),.negativeflag(negative));
shifter #(.N(N),.shamt(shamt)) log_i (.A(A),.B(B),.sel(ZERO),.dir(ZERO),.Aout(salida_shifter_log_i));
shifter #(.N(N),.shamt(shamt)) log_d (.A(A),.B(B),.sel(ZERO),.dir(ONE),.Aout(salida_shifter_log_d));
shifter #(.N(N),.shamt(shamt)) ari_i (.A(A),.B(B),.sel(ONE),.dir(ZERO),.Aout(salida_shifter_ari_i));
shifter #(.N(N),.shamt(shamt)) ari_d (.A(A),.B(B),.sel(ONE),.dir(ONE),.Aout(salida_shifter_ari_d));
always_comb 
	case(ALUControl)
		4'b0000: Y = salida_and; 
		4'b0001: Y = salida_or; 
		4'b0010: Y = salida_not;
		4'b0011: Y = salida_xor; 
		4'b0100: Y = salida_suma;
		4'b0101: Y = salida_resta; 
		4'b0110: Y = salida_shifter_log_i; 
		4'b0111: Y = salida_shifter_log_d; 
		4'b1000: Y = salida_shifter_ari_i; 
		4'b1001: Y = salida_shifter_ari_d; 
		default: Y = salida_suma; 
	endcase	
	and n1(sumaselected, ~ALUControl[3],ALUControl[2],~ALUControl[1],~ALUControl[0]);
	and Nflag(negativo,~ALUControl[3],ALUControl[2],~ALUControl[1],ALUControl[0],negative);
	zero_flag #(.N(N)) Zflag (.in(Y),.flag(cero));
	carry_flag Cflag (.sel(sumaselected),.cout(cout),.flag(acarreo));
endmodule 
module AND_Gate #(parameter N=1)
(input [N-1:0] a,b,
 output [N-1:0] s
 );	
genvar i;
generate
	for(i=0; i<N; i=i+1) begin: generate_block
		and n1(s[i],a[i],b[i]);
	end
endgenerate
endmodule
module COMP_BASE2 #(parameter N=1)(input [N-1:0]a,
												output [N-1:0]s);
logic ZERO = 0;
logic cout;
logic [N-1:0] ONE = 1;
logic [N-1:0] r;
NOT_Gate #(.N(N)) n1(.a(a),.s(r));
suma #(.N(N)) s1(.a(r),.b(ONE),.cin(ZERO),.s(s),.cout(cout));
endmodule
module Deco7Segments(input logic [3:0] entrada,
						   output logic [6:0] salida );
	always_comb 
	case(entrada) 
		4'd0:	 salida = 7'b000_0001;
		4'd1:	 salida = 7'b100_1111;
		4'd2:  salida = 7'b001_0010;
		4'd3:  salida = 7'b000_0110;
		4'd4:  salida = 7'b100_1100;
		4'd5:  salida = 7'b010_0100;
		4'd6:  salida = 7'b010_0000;
		4'd7:  salida = 7'b000_1111;
		4'd8:  salida = 7'b000_0000;
		4'd9:  salida = 7'b000_0100;
		4'd10: salida = 7'b000_1000;
		4'd11: salida = 7'b110_0000;
		4'd12: salida = 7'b011_0001;
		4'd13: salida = 7'b100_0010;
		4'd14: salida = 7'b011_0000;
		4'd15: salida = 7'b011_1000;
		default: salida = 7'b111_1111;
	endcase	
endmodule
module NOT_Gate #(parameter N=1)
(input [N-1:0] a,
 output [N-1:0] s
 );	
genvar i;
generate
	for(i=0; i<N; i=i+1) begin: generate_block
		not n1(s[i],a[i]);
	end
endgenerate
endmodule
module OR_Gate #(parameter N=1)
(input [N-1:0] a,b,
 output [N-1:0] s
 );	
genvar i;
generate
	for(i=0; i<N; i=i+1) begin: generate_block
		or n1(s[i],a[i],b[i]);
	end
endgenerate
endmodule
module Resta#(parameter N = 1)
(input logic [N-1:0] a,b,
output logic [N-1:0] c,
output logic negativeflag);
logic cout;
logic ZERO = 0;
logic [N-1:0] s;
COMP_BASE2 #(.N(N)) comp(.a(b),.s(s));
suma #(.N(N)) sum(.a(a),.b(s),.cin(ZERO),.s(c),.cout(cout));
negative_flag Nflag(.in(s[N-1]),.flag(negativeflag));
endmodule 
module XOR_Gate#(parameter N=1)
(input [N-1:0] a,b,
 output [N-1:0] s
 );	
genvar i;
generate
	for(i=0; i<N; i=i+1) begin: generate_block
		xor n1(s[i],a[i],b[i]);
	end
endgenerate	
endmodule
module carry_flag (input sel, cout, output flag);
and n1(flag,sel,cout);
endmodule 
module maricarmen (input logic [2:0] A, B,
 input logic [3:0] ALUControl,
 output logic [6:0] salida, salida2,
 output negativo, cero, acarreo);
 parameter SIZE = 3;
 logic [SIZE-1:0] Y;
ALU #(.N(SIZE)) maricarmen (.A(A),.B(B),.ALUControl(ALUControl),.Y(Y),.negativo(negativo),.cero(cero),.acarreo(acarreo));
Deco7Segments deco1 (.entrada(Y), .salida(salida));
Deco7Segments deco2 (.entrada(acarreo), .salida(salida2));
 endmodule 
module mux2_1 (input sel, A, B,
					output Y);
logic s1, s2;
and n1(s1,sel,A);
and n2(s2,~sel,B);
or  n3(Y,s1,s2);	
endmodule 
module negative_flag (input in, output flag);
not n1(flag,~in);
endmodule 
module shift1bit(input dir,A_in, Cin_i,Cin_d,
					  output A_out);
logic s1,s2;
and n1(s1,Cin_d,~dir);
and n2(s2,Cin_i,dir);
or  n4(A_out,s1,s2);
endmodule 
module shifter #(parameter N=2, parameter shamt=1)
(input [N-1:0] A,
 input logic [N-1:0] B, 
 input sel, dir,
 output [N-1:0] Aout);
logic [N*shamt-1:0] temp;
shifter1posicion #(.N(N)) shifter1(.Ain(A),.sel(sel),.dir(dir),.Aout(temp[N-1:0]));
genvar i;
generate
	for (i=1; i < shamt; i=i+1) begin: generate_block_identifier		
		 shifter1posicion #(.N(N)) shifter1(.Ain(temp[N*i-1:N*(i-1)]),.sel(sel),.dir(dir),.Aout(temp[N*(i+1)-1:N*i]));
	end
endgenerate
assign Aout = temp[N*shamt-1:(N*shamt)-N];
endmodule 
module shifter1posicion #(parameter N=2) 
(input [N-1:0] Ain,
 input sel,  dir,
 output [N-1:0] Aout 
);
logic ZERO=0;
logic y;
mux2_1 mux (.sel(sel),.A(Ain[N-1]),.B(ZERO),.Y(y));
shift1bit shift1(.dir(dir),.A_in(Ain[0]),.Cin_i(Ain[1]),.Cin_d(ZERO),
.A_out(Aout[0]));
genvar i;
generate
	for (i=1; i<N-1; i=i+1) begin: generate_block_identifier
		shift1bit shift1(.dir(dir),.A_in(Ain[i]),.Cin_i(Ain[i+1]),.Cin_d(Ain[i-1]),
		.A_out(Aout[i]));		 
	end
endgenerate
shift1bit shift2(.dir(dir),.A_in(Ain[N-1]),.Cin_i(y),.Cin_d(Ain[N-2]),
.A_out(Aout[N-1]));
endmodule
module suma #(parameter N = 1)
(input [N-1:0] a, b,
 input cin,
 output [N-1:0] s,
 output cout);
 logic [N-1:0] Ncout;
 sumador1bit sumador1 (a[0],b[0],cin,s[0],Ncout[0]);
 genvar i;
 generate
	for (i=1; i<N; i=i+1) begin: generate_block_identifier
		 sumador1bit sumador1 (a[i],b[i],Ncout[i-1],s[i],Ncout[i]);
	end
 endgenerate
 assign cout = Ncout[N-1]; 
endmodule 
module sumador1bit (input logic a,b,cin,
							output logic s, cout);
logic s1,s2,s3;
xor n1(s1,a,b);
xor n2(s,s1,cin);
and n3(s2,cin,s1);
and n4(s3,a,b);
or  n5(cout,s3,s2);
endmodule 
module zero_flag #(  parameter N = 4  )	
(	input logic [N-1:0] in,
	output flag);
	parameter ONE = 1;
	logic [N-1:0] inverse;
	logic [N-4:0] temp;
	NOT_Gate #(.N(N)) g1 (.a(in),.s(inverse));
	AND_Gate #(.N(ONE)) g2 (.a(inverse[0]),.b(inverse[1]),.s(temp[0]));
	genvar i;
	generate
	for (i=2; i<N-2; i=i+1) begin: generate_block_identifier
		AND_Gate #(.N(ONE)) g2 (.a(temp[i-2]),.b(inverse[i]),.s(temp[i-1]));	 
	end
 endgenerate
	AND_Gate #(.N(ONE)) g3 (.a(temp[N-4]),.b(inverse[N-1]),.s(flag));
endmodule 
[flow/run.sh]
#!/bin/bash
# OpenROAD 26Q1-2900-gdf79404cd8, Yosys 0.63+post, stock flow scripts
make -C /OpenROAD-flow-scripts/flow DESIGN_CONFIG=/design/flow/config.mk WORK_HOME=/design/flow/orfs finish
[flow/config.mk]
export PLATFORM = sky130hd
export DESIGN_NAME = maricarmen
export DESIGN_NICKNAME = maricarmen
export VERILOG_FILES = /design/flow/design.v
export SDC_FILE = /design/flow/constraint.sdc
export NUM_CORES = 4
export LEC_CHECK = 1
export CORE_AREA = 10 10 77 77
export DIE_AREA = 0 0 87 87
[flow/constraint.sdc]
current_design maricarmen

set clk_period 2.7
set clk_io_pct 0.2

create_clock -name clk0 -period $clk_period

set non_clock_inputs [all_inputs -no_clocks]
set_input_delay [expr $clk_period * $clk_io_pct] -clock clk0 $non_clock_inputs
set_output_delay [expr $clk_period * $clk_io_pct] -clock clk0 [all_outputs]
==> results.json <==
{
  "cp.required_ns": 2.16,
  "viasPerCell": 3.91,
  "cp_slowest_cell": "a222oi_1",
  "vias": 723,
  "ys_seq_share_pct": 0,
  "stdcell_count": 185,
  "fin_area_mm2": 0.00129,
  "crit_path_max_fanout": 3,
  "power_density_mw_per_mm2": 209,
  "yosys_cells": 89,
  "worstPathCellList": "buf_12 -> inv_12 -> ha_4 -> ha_4 -> mux2i_2 -> xnor2_1 -> a222oi_1 -> inv_1 -> ha_4 -> mux2_4 -> buf_6",
  "finalWeightedCongestion": 0.849,
  "dr.first_iter.drc_count": 53,
  "grt_pass1_wl_mm": 3.48,
  "crit_path_max_incr_delay_ns": 0.39,
  "ant_nets": 0,
  "utilization_pct": 29.6,
  "fp-row-count": 24,
  "status": "complete, but fails checks",
  "fin_ws_ns": -0.435,
  "holdPathStages": 5,
  "seqCellArea_um2": 0,
  "whs_ns": 1.91,
  "io_pins": 27,
  "ff_count": 0,
  "startpoint_type": "input port",
  "power_mw": 0.270,
  "gr-total-overflow": 0,
  "lay_top_cells": "buf_4 (28), dlygate4sd2_1 (12), inv_1 (8)",
  "setup_viol_count_final": 7,
  "wl_per_cell_um": 10.3,
  "ir_worst_vdd_mv": 0.0779,
  "clock_buffers": 0,
  "cp.arrival_ns": 2.59,
  "netlist_area_um2": 726,
  "path_delay_family": "adder cells",
  "crit_cells": 11,
  "drc_errors": 0,
  "die_h_um": 87,
  "fp_util_pct": 16.7,
  "criticalPathCategory": "input port to output port",
  "die_w_um": 87,
  "antenna_found_initial": 0,
  "critPathBufInv": 4,
  "avgSynthCellArea_um2": 8.15,
  "final_common_cell": "buf_4",
  "tns_ns": -2.17,
  "synth_chip_area_um2": 726,
  "rsz0062_at_grt": "true",
  "power.leakage_nw": 0.630,
  "cts_hold_buf": 0,
  "dp.cells": 177,
  "post-route-period-util_pct": 116,
  "violations": "setup timing",
  "tool_warnings": 43,
  "grt_use_total_pct": 5.27,
  "synthCells": 89,
  "fillCellCount": 447,
  "grt_pass1_vias": 792,
  "grt_max_degree": 12,
  "placed_area_mm2": 0.00117,
  "wl_mm": 1.91,
  "crit_path_frequent_cell": "ha_4",
  "end_kind": "output port",
  "num_antenna_cells": 0,
  "pre_cts_ws_ns": -1.25,
  "io_buffers": 23,
  "layout_min_cycle_time_ns": 3.13,
  "synth_cell_types": 31,
  "hold_violations": 0,
  "hold_path_class": "input port to output port",
  "slew_violations": 0,
  "dp_hpwl_mm": 1.61,
  "dr.pass1.iters": 4,
  "dieArea_mm2": 0.00757,
  "syn_to_final_growth_pct": 77.6,
  "drive_gt1_share_pct": 49.6,
  "core_area_mm2": 0.00435,
  "ys_warn_count": 8,
  "drv_cap": 0,
  "max_freq_mhz": 319
}
[metal layers]
metal | routed length [um] | GRT usage [%]
met2 | 853 | 8.86
met3 | 183 | 1.51
met4 | 0 | 0
met1 | 876 | 6.90
met5 | 0 | 0
[cell type report]
cell class	instances	area (um2)	share of cell area (%)
Timing Repair Buffer	54	437	33.9
Tap cell	52	65.1	5.05
Multi-Input combinational cell	66	723	56.1
Inverter	13	63.8	4.95
[power breakdown]
part	internal, mW	switching (mW)	leakage [nW]	total [mW]
clock network	0	0	0	0
registers	0	0	0	0
logic	0.165	0.105	0.630	0.270
total	0.165	0.105	0.630	0.270
[cell usage after synthesis]
master	number	share of area, %
o311ai_1	1	1.2
xnor2_1	1	1.2
conb_1	2	1.0
o221ai_1	1	1.2
o31ai_4	1	2.9
fa_1	1	2.8
and3b_1	2	2.4
nor2b_1	2	1.7
mux2i_1	3	4.1
o21ai_0	7	4.8
a21oi_1	3	2.1
buf_4	10	10
o22ai_1	1	0.86
xor2_1	1	1.2
nor3b_1	2	2.1
mux4_2	1	3.1
a31oi_1	1	0.86
buf_6	1	1.6
nand4bb_4	1	3.8
mux2_2	2	3.1
buf_2	1	0.69
nor2_1	6	3.1
a222oi_1	2	2.8
a22o_1	1	1.2
ha_1	14	24
a32o_1	1	1.4
inv_1	13	6.7
xnor3_1	1	3.1
and2_1	1	0.86
nand2_1	4	2.1
mux2_1	1	1.6
[kinds of logic (layout without fill, tap and decap cells)]
logic type	count (synthesis)	in the layout	share of synthesized area (%)
buffers and inverters	25	67	19.3
AOI/OAI and AO/OA	19	19	19.3
and+or+nand+nor	18	18	16.0
adders and majority gates	15	15	26.9
muxes	7	7	11.9
xor gates and xnor gates	3	3	5.52
other	2	4	1.03
[timing repair]
| action | 4_1_cts | 5_1_grt |
|---|---|---|
| setup endpoints to repair | 12 | 7 |
| resized | 67 | 7 |
| pin swaps | 15 | 7 |
| buffers inserted | 10 | 0 |
[worst min-delay path, delay by kind of cell]
kind | cells | cell delay (ns)
AND/OR/NAND/NOR | 2 | 0.25
buffers and inverters | 3 | 0.59
[path summary, 6_finish.rpt]
kind / to / start / slack [ns]
setup / recovery: salida[3] / B[1] / -0.43
hold / removal: salida2[6] / ALUControl[3] / 1.91
Power and IR drop assume default switching activity.
